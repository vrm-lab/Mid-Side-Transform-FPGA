===== run.sh =====
#!/bin/bash
# OpenROAD 26Q1-2900-gdf79404cd8, Yosys 0.63+post, stock flow scripts
make -C /OpenROAD-flow-scripts/flow DESIGN_CONFIG=/design/flow/config.mk WORK_HOME=/design/flow/orfs finish

===== config.mk =====
export PLATFORM = sky130hd
export DESIGN_NAME = midside_axis_wrapper
export DESIGN_NICKNAME = midside_axis_wrapper
export VERILOG_FILES = /design/flow/design.v
export SDC_FILE = /design/flow/constraint.sdc
export NUM_CORES = 4
export LEC_CHECK = 1
export CORE_UTILIZATION = 40

===== constraint.sdc =====
current_design midside_axis_wrapper

set clk_period 11.9
set clk_io_pct 0.2

create_clock -name clk0 -period $clk_period [get_ports {aclk}]

set non_clock_inputs [all_inputs -no_clocks]
set_input_delay [expr $clk_period * $clk_io_pct] -clock clk0 $non_clock_inputs
set_output_delay [expr $clk_period * $clk_io_pct] -clock clk0 [all_outputs]

===== design.v =====
`timescale 1ns / 1ps
module mid_side_core (
    input  wire               clk,
    input  wire               ce,       
    input  wire               enable,   
    input  wire signed [15:0] L,
    input  wire signed [15:0] R,
    output wire signed [15:0] mid,
    output wire signed [15:0] side
);
    wire signed [23:0] L_ext = {{8{L[15]}}, L};
    wire signed [23:0] R_ext = {{8{R[15]}}, R};
    wire signed [23:0] sum_lr  = L_ext + R_ext;
    wire signed [23:0] diff_lr = L_ext - R_ext;
    wire signed [23:0] mid_24  = sum_lr  >>> 1;
    wire signed [23:0] side_24 = diff_lr >>> 1;
    wire signed [15:0] mid_calc  = mid_24[15:0];
    wire signed [15:0] side_calc = side_24[15:0];
    reg signed [15:0] mid_reg;
    reg signed [15:0] side_reg;
    always @(posedge clk) begin
        if (ce) begin
            if (enable) begin
                mid_reg  <= mid_calc;
                side_reg <= side_calc;
            end else begin
                mid_reg  <= L;
                side_reg <= R;
            end
        end
    end
    assign mid  = mid_reg;
    assign side = side_reg;
endmodule
`timescale 1ns / 1ps
module mid_side_inverse (
    input  wire               clk,
    input  wire               ce,       
    input  wire               enable,   
    input  wire signed [15:0] mid,
    input  wire signed [15:0] side,
    output wire signed [15:0] L,
    output wire signed [15:0] R
);
    wire signed [23:0] mid_ext  = {{8{mid[15]}},  mid};
    wire signed [23:0] side_ext = {{8{side[15]}}, side};
    wire signed [23:0] L_24 = mid_ext + side_ext;
    wire signed [23:0] R_24 = mid_ext - side_ext;
    localparam signed [23:0] MAX_16 = 24'sh007FFF;  
    localparam signed [23:0] MIN_16 = 24'shFF8000;  
    wire signed [15:0] L_sat;
    wire signed [15:0] R_sat;
    assign L_sat = (L_24 > MAX_16) ? 16'sh7FFF :
                   (L_24 < MIN_16) ? 16'sh8000 :
                   L_24[15:0];
    assign R_sat = (R_24 > MAX_16) ? 16'sh7FFF :
                   (R_24 < MIN_16) ? 16'sh8000 :
                   R_24[15:0];
    reg signed [15:0] L_reg;
    reg signed [15:0] R_reg;
    always @(posedge clk) begin
        if (ce) begin
            if (enable) begin
                L_reg <= L_sat;
                R_reg <= R_sat;
            end else begin
                L_reg <= mid;
                R_reg <= side;
            end
        end
    end
    assign L = L_reg;
    assign R = R_reg;
endmodule
`timescale 1ns / 1ps
module midside_axis_wrapper #
(
    parameter integer C_S_AXI_DATA_WIDTH = 32,
    parameter integer C_S_AXI_ADDR_WIDTH = 4,
    parameter integer C_AXIS_DATA_WIDTH  = 32
)
(
    input  wire aclk,
    input  wire aresetn,
    input  wire [C_S_AXI_ADDR_WIDTH-1:0]  s_axi_awaddr,
    input  wire [2:0]                     s_axi_awprot,
    input  wire                           s_axi_awvalid,
    output wire                           s_axi_awready,
    input  wire [C_S_AXI_DATA_WIDTH-1:0]  s_axi_wdata,
    input  wire [(C_S_AXI_DATA_WIDTH/8)-1:0] s_axi_wstrb,
    input  wire                           s_axi_wvalid,
    output wire                           s_axi_wready,
    output wire [1:0]                     s_axi_bresp,
    output wire                           s_axi_bvalid,
    input  wire                           s_axi_bready,
    input  wire [C_S_AXI_ADDR_WIDTH-1:0]  s_axi_araddr,
    input  wire [2:0]                     s_axi_arprot,
    input  wire                           s_axi_arvalid,
    output wire                           s_axi_arready,
    output wire [C_S_AXI_DATA_WIDTH-1:0]  s_axi_rdata,
    output wire [1:0]                     s_axi_rresp,
    output wire                           s_axi_rvalid,
    input  wire                           s_axi_rready,
    input  wire [C_AXIS_DATA_WIDTH-1:0] s_axis_tdata,
    input  wire                         s_axis_tvalid,
    output wire                         s_axis_tready,
    input  wire                         s_axis_tlast,
    output wire [C_AXIS_DATA_WIDTH-1:0] m_axis_tdata,
    output wire                         m_axis_tvalid,
    input  wire                         m_axis_tready,
    output wire                         m_axis_tlast
);
    reg [C_S_AXI_DATA_WIDTH-1:0] slv_reg0;
    reg [C_S_AXI_DATA_WIDTH-1:0] slv_reg1;  
    reg axi_awready, axi_wready;
    reg axi_bvalid;
    reg axi_arready;
    reg axi_rvalid;
    reg [C_S_AXI_DATA_WIDTH-1:0] axi_rdata;
    assign s_axi_awready = axi_awready;
    assign s_axi_wready  = axi_wready;
    assign s_axi_bresp   = 2'b00;
    assign s_axi_bvalid  = axi_bvalid;
    assign s_axi_arready = axi_arready;
    assign s_axi_rdata   = axi_rdata;
    assign s_axi_rresp   = 2'b00;
    assign s_axi_rvalid  = axi_rvalid;
    wire slv_reg_wren = axi_awready && s_axi_awvalid &&
                        axi_wready  && s_axi_wvalid;
    always @(posedge aclk) begin
        if (!aresetn) begin
            axi_awready <= 1'b0;
            axi_wready  <= 1'b0;
        end else begin
            axi_awready <= (~axi_awready && s_axi_awvalid && s_axi_wvalid);
            axi_wready  <= (~axi_wready  && s_axi_wvalid  && s_axi_awvalid);
        end
    end
    always @(posedge aclk) begin
        if (!aresetn) begin
            slv_reg0 <= 32'd0;
            slv_reg1 <= 32'd0;
        end else if (slv_reg_wren) begin
            case (s_axi_awaddr[C_S_AXI_ADDR_WIDTH-1:2])
                2'h0: slv_reg0 <= s_axi_wdata;
                2'h1: slv_reg1 <= s_axi_wdata;
                default: ;
            endcase
        end
    end
    always @(posedge aclk) begin
        if (!aresetn)
            axi_bvalid <= 1'b0;
        else if (slv_reg_wren && ~axi_bvalid)
            axi_bvalid <= 1'b1;
        else if (s_axi_bready)
            axi_bvalid <= 1'b0;
    end
    always @(posedge aclk) begin
        if (!aresetn) begin
            axi_arready <= 1'b0;
            axi_rvalid  <= 1'b0;
        end else begin
            axi_arready <= (~axi_arready && s_axi_arvalid);
            axi_rvalid  <= (axi_arready && s_axi_arvalid) ? 1'b1 :
                           (axi_rvalid  && s_axi_rready) ? 1'b0 : axi_rvalid;
        end
    end
    always @(posedge aclk) begin
        if (!aresetn)
            axi_rdata <= 32'd0;
        else if (axi_arready && s_axi_arvalid) begin
            case (s_axi_araddr[C_S_AXI_ADDR_WIDTH-1:2])
                2'h0: axi_rdata <= slv_reg0;
                2'h1: axi_rdata <= slv_reg1;
                default: axi_rdata <= 32'd0;
            endcase
        end
    end
    wire core_enable    = slv_reg0[0];
    wire inverse_enable = slv_reg0[1];
    wire signed [15:0] axis_L = s_axis_tdata[31:16];
    wire signed [15:0] axis_R = s_axis_tdata[15:0];
    reg [1:0] valid_pipe;
    reg [1:0] last_pipe;
    wire pipeline_ce = m_axis_tready || !valid_pipe[1];
    assign s_axis_tready = pipeline_ce;
    always @(posedge aclk) begin
        if (!aresetn) begin
            valid_pipe <= 2'b00;
            last_pipe  <= 2'b00;
        end else if (pipeline_ce) begin
            valid_pipe[0] <= s_axis_tvalid;
            last_pipe[0]  <= s_axis_tlast;
            valid_pipe[1] <= valid_pipe[0];
            last_pipe[1]  <= last_pipe[0];
        end
    end
    wire signed [15:0] mid_sig, side_sig;
    wire signed [15:0] out_L, out_R;
    mid_side_core u_ms_encode (
        .clk    (aclk),
        .ce     (pipeline_ce),
        .enable (core_enable),
        .L      (axis_L),
        .R      (axis_R),
        .mid    (mid_sig),
        .side   (side_sig)
    );
    mid_side_inverse u_ms_decode (
        .clk    (aclk),
        .ce     (pipeline_ce),
        .enable (inverse_enable),
        .mid    (mid_sig),
        .side   (side_sig),
        .L      (out_L),
        .R      (out_R)
    );
    assign m_axis_tdata  = {out_L, out_R};
    assign m_axis_tvalid = valid_pipe[1];
    assign m_axis_tlast  = last_pipe[1];
endmodule

==> Slide: Implementation Results <==
Run Summary

Status
  – Outcome: finished clean

Global routing
  – Global-route wire length before repair: 40320 um
  – Vias in the first global route: 7823
  – Antenna violations before repair: 0
  – GR Util All Layers: 19.72%
  – Largest net degree at the start of global routing: 72
  – GRT overflow: 0

Logic synthesis
  – Post-synthesis cell count: 1184
  – Number of enable flip-flop cells: 64
  – Synthesis area per yosys: 10390 um^2
  – Ys Warns: 3
  – Area leader, netlist: dfxtp_1
  – Top area cell types: dfxtp_1 (20%), edfxtp_1 (18%), ha_1 (7.6%), nand2_1 (6.0%), a21boi_0 (4.9%)
  – Synth flops: 169
  – Yosys Instances: 1184
  – Syn_area_per_cell: 8.780 um^2
  – Asr flop ratio synth: 0%
  – Synth Seq Share: 38.71%
  – Dominant cell area share: 20.22%
  – Distinct cells, synth: 73
  – Dominant register cell: dfxtp_1
  – Mapped Area: 10390 um^2

Clock tree
  – Clk buf depth: 2
  – # Post-CTS Setup Buffers: 0
  – Reg clk slew, reported paths: 90 ps
  – Post-cts repair resize count: 0
  – Root Buffer: clkbuf_16
  – H-tree depth: 4
  – Clk latency late pin: 440 ps
  – Num CTS Buffers: 17
  – TritonCTS sink count: 169
  – CTS Hold Buffers Added: 0
  – CTS tree: built

Power and ir drop
  – Worst vdd ir: 0.09308 mV
  – Reg power frac: 41.4%
  – Total internal power: 0.001058 W
  – Power Density: 119.8 nW/um^2
  – Leakage: 4.772 nW
  – NetSw: 0.0004619 W
  – Clock power share: 37.3%
  – Comb pwr share: 21.3%
  – Overall Power: 0.001520 W
  – Switching share of power: 30.40%

STA
  – Worst slew pin tran: 787.2 ps
  – Final min period: 5884 ps
  – Max_slew headroom: 46.16%
  – Clk_skew: 19.68 ps
  – Final TNS setup: 0 ps
  – Final tally of setup violations: 0
  – Crit share post-route: 49.45%
  – Max Slew Vio Count: 0
  – RSZ-0062 raised after global routing: false
  – Hold Vio Cnt, Final: 0
  – Fmax achieved: 169.9 MHz

Die
  – Die Y-Extent: 163.2 um
  – Die Area: 26640 um^2
  – Core Footprint: 25330 um^2
  – Ports: 168
  – Row count: 58
  – Core Util at FP: 41.04%
  – Die X-Extent: 163.2 um

Critical path
  – FF-to-FF setup slack: 8250 ps
  – Critical Path Source: m_axis_tready
  – Critical path's slowest cell: clkdlybuf4s50_1
  – Max FO, Critical Path: 6
  – Max incr delay on CP: 480 ps
  – Most used cell along the critical path: clkdlybuf4s50_1
  – Crit path cell chain: clkdlybuf4s50_1 > nand2b_4 > clkdlybuf4s50_1
  – WP data required: 9520 ps
  – Worst r2r src: u_ms_encode.side_reg[6]
  – Crit end category: output port
  – Number of buffer and inverter stages on the critical path: 2
  – Type of origin of the critical path: input pin
  – Worst R2R Path Depth: 10
  – Reg-to-Reg End: u_ms_decode.L_reg[11]
  – Data arrival, critical path: 3500 ps
  – WS Path Type: in -> out
  – CP delay by family, top: buffers and inverters

Layout
  – Regs by FF count: axi_rdata (32), slv_reg0 (32), slv_reg1 (32)
  – Layout cells sized above 1: 8.089%
  – Flop area: 4026 um^2
  – Area growth syn-to-layout: 22.03%
  – Logic area: 5779 um^2
  – Filler cell count in the final layout: 2275

Detailed routing
  – Top layer in use: met4
  – Vias after detailed routing: 8396
  – DRT iter0 DRCs: 440
  – Drt pass-1 iters: 7
  – Met3 WL post-DR: 1495 um
  – Aggregate routed wire length: 24910 um
  – Ant. Diodes: 0
  – Vias per inst: 5.157
  – Detail Route met2 WL: 10990 um
  – ANT nets after route: 0
  – Post-route DRC violation count: 0
  – Routed length on met1: 12190 um
  – DR WL/cell: 15.30 um

Flow run
  – Log Warnings: 71
  – Max-Cap Viols: 0

Place
  – Hpwl dp: 17850 um
  – GP Congestion: 0.9020
  – I/O Buffers: 149

Min path
  – Hold path start: axi_arready
  – Hold depth: 1
  – Min-Delay Endpoint: axi_arready
  – Hold crit path type: reg -> reg
==> per-layer routing <==
layer  global-route usage, %  up-vias
li1                        -     4363
met1                   30.69     3827
met4                   1.954        0
met2                   29.74      193
met3                   4.475       13
met5                       0        -
==> power groups by stage <==
stage	Sequential [W]	Clock, W	Combinational, W
finish	0.000630	0.000566	0.000324
global route	0.000632	0.000610	0.000360
CTS	0.000630	0.000580	0.000323
==> final cells by class <==
type / count / area share (%)
well taps: 330 / 3.255
multi-input cells: 864 / 45.56
flip-flops and latches: 169 / 31.74
inverters: 71 / 2.101
repair buffers: 162 / 12.49
clock inverters: 15 / 1.499
clock buffers: 17 / 3.354
==> layout by cell type (no fill, tap or decap), types with 33 or more instances in the layout <==
master / instances
a21boi_0: 68
nor2b_1: 43
a21oi_1: 60
clkdlybuf4s50_1: 148
a22oi_1: 33
ha_1: 63
dfxtp_1: 103
nor2_1: 76
edfxtp_1: 64
inv_1: 71
nand2_1: 166
o21ai_0: 40
mux2_2: 34
xnor2_1: 36
==> per-stage QoR <==
stage | setup slack (ps) | hold slack, ps | util (%) | instances | cell area, um^2
3_5_place_dp | 5999 | 425.3 | 47.65 | 1596 | 12070
6_report | 6016 | 437.3 | 50.08 | 1628 | 12680
5_1_grt | 5970 | 457.4 | 50.08 | 1628 | 12680
2_1_floorplan | 5158 | 389.4 | - | 1187 | 10410
4_1_cts | 5999 | 442.1 | 50.08 | 1628 | 12680
3_3_place_gp | 5999 | 426.4 | 47.65 | 1596 | 12070
==> worst max-delay path by stage <==
| stage | endpoint | cells after the start |
|---|---|---|
| finish | s_axis_tready | 3 |
| global route | s_axis_tready | 3 |
| CTS | s_axis_tready | 3 |
==> cell families after synthesis <==
kind of cell	synth area share (%)
adder cells (fa/ha/maj)	8.751
AND/OR/NAND/NOR	16.39
XOR/XNOR	4.044
buffers and inverters	5.946
other	0.03608
AND-OR/OR-AND	21.81
flip-flops	38.71
multiplexers	4.309
==> cell usage after synthesis (6+ instances only) <==
cell	number
o22ai_1	21
xor2_1	12
a31oi_1	10
a21boi_0	68
a22oi_1	33
nand2b_1	11
o211ai_1	13
dfxtp_1	105
a21oi_1	60
o21a_1	9
nand3_1	10
a211oi_1	7
o21ai_0	40
buf_2	11
nor2_1	77
a21o_1	11
o21bai_1	14
o31ai_1	7
ha_1	63
nor2b_1	43
edfxtp_1	64
and2_1	6
nor3_1	27
xnor2_1	36
inv_1	71
nand2_1	166
clkbuf_1	65
mux2_2	34
No activity file was given, so power comes from the tool's default toggle rates.
